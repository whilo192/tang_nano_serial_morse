**flow/constraint.sdc**
```tcl
current_design morse

set clk_period 5.4
set clk_io_pct 0.2

create_clock -name clk0 -period $clk_period [get_ports {clk_24}]

set non_clock_inputs [all_inputs -no_clocks]
set_input_delay [expr $clk_period * $clk_io_pct] -clock clk0 $non_clock_inputs
set_output_delay [expr $clk_period * $clk_io_pct] -clock clk0 [all_outputs]
```
**flow/design.v**
```verilog
module morse(clk_24, rst, ascii_in, out, len);
    input clk_24;
    input rst;
    input [6:0] ascii_in;
    output reg [6:0] out = 6'b0;
    output reg [2:0] len = 3'b0;
    reg [9:0] letters [0:25];
    reg [9:0] numbers [0:9];
    reg [9:0] punctuation [0:19];
    reg [4:0] punc_index;
    initial begin
        numbers[0] = {6'b00_11111, 3'd5};  
        numbers[1] = {6'b00_11110, 3'd5};  
        numbers[2] = {6'b00_11100, 3'd5};  
        numbers[3] = {6'b00_11000, 3'd5};  
        numbers[4] = {6'b00_10000, 3'd5};  
        numbers[5] = {6'b00_00000, 3'd5};  
        numbers[6] = {6'b00_00001, 3'd5};  
        numbers[7] = {6'b00_00011, 3'd5};  
        numbers[8] = {6'b00_00111, 3'd5};  
        numbers[9] = {6'b00_01111, 3'd5};  
        letters[0] = {7'b00000_10, 3'd2};  
        letters[1] = {7'b000_0001, 3'd4};  
        letters[2] = {7'b000_0101, 3'd4};  
        letters[3] = {7'b0000_001, 3'd3};  
        letters[4] = {7'b000000_0, 3'd1};  
        letters[5] = {7'b000_0100, 3'd4};  
        letters[6] = {7'b0000_011, 3'd3};  
        letters[7] = {7'b000_0000, 3'd4};  
        letters[8] = {7'b00000_00, 3'd2};  
        letters[9] = {7'b000_1110, 3'd4};  
        letters[10] = {7'b0000_101, 3'd3};  
        letters[11] = {7'b000_0010, 3'd4};  
        letters[12] = {7'b00000_11, 3'd2};  
        letters[13] = {7'b00000_01, 3'd2};  
        letters[14] = {7'b0000_111, 3'd3};  
        letters[15] = {7'b000_0110, 3'd4};  
        letters[16] = {7'b000_1011, 3'd4};  
        letters[17] = {7'b0000_010, 3'd3};  
        letters[18] = {7'b0000_000, 3'd3};  
        letters[19] = {7'b000000_1, 3'd1};  
        letters[20] = {7'b0000_100, 3'd3};  
        letters[21] = {7'b000_1000, 3'd4};  
        letters[22] = {7'b0000_110, 3'd3};  
        letters[23] = {7'b000_1001, 3'd4};  
        letters[24] = {7'b000_1101, 3'd4};  
        letters[25] = {7'b000_0011, 3'd4};  
        punctuation[0] = {7'b0_110101, 3'd6};  
        punctuation[1] = {7'b0_010010, 3'd6};  
        punctuation[2] = {7'b 1001000, 3'd7};  
        punctuation[3] = {7'b00_00010, 3'd5};  
        punctuation[4] = {7'b0_011110, 3'd6};  
        punctuation[5] = {7'b00_01101, 3'd5};  
        punctuation[6] = {7'b0_101101, 3'd6};  
        punctuation[7] = {7'b00_01010, 3'd5};  
        punctuation[8] = {7'b0_110011, 3'd6};  
        punctuation[9] = {7'b0_100001, 3'd6};  
        punctuation[10] = {7'b0_101010, 3'd6};  
        punctuation[11] = {7'b00_01001, 3'd5};  
        punctuation[12] = {7'b0_000111, 3'd6};  
        punctuation[13] = {7'b0_010101, 3'd6};  
        punctuation[14] = {7'b00_10001, 3'd5};  
        punctuation[15] = {7'b0_001100, 3'd6};  
        punctuation[16] = {7'b0_010110, 3'd6};  
        punctuation[17] = {7'b0_101100, 3'd6};  
        punctuation[18] = {7'b0, 3'd1};  
        punctuation[19] = {7'b0, 3'd0};  
    end
    always @(posedge clk_24)
    begin
        if (rst)
        begin
            {out, len} = punctuation[19];
        end
        else if (ascii_in >= 48 && ascii_in < 58)  
        begin
            {out, len} = numbers[ascii_in - 48]; 
        end
        else if (ascii_in >= 65 && ascii_in < 91)  
        begin
            {out, len} = letters[ascii_in - 65]; 
        end
        else if (ascii_in >= 97 && ascii_in < 123)  
        begin
            {out, len} = letters[ascii_in - 97]; 
        end
        else  
        begin
            case (ascii_in)
                7'd33      : punc_index = 5'd0;
                7'd34      : punc_index = 5'd1;
                7'd36      : punc_index = 5'd2;
                7'd38      : punc_index = 5'd3;
                7'd39      : punc_index = 5'd4;
                7'd40      : punc_index = 5'd5;
                7'd41      : punc_index = 5'd6;
                7'd43      : punc_index = 5'd7;
                7'd44      : punc_index = 5'd8;
                7'd45      : punc_index = 5'd9;
                7'd46      : punc_index = 5'd10;
                7'd47      : punc_index = 5'd11;
                7'd58      : punc_index = 5'd12;
                7'd59      : punc_index = 5'd13;
                7'd61      : punc_index = 5'd14;
                7'd63      : punc_index = 5'd15;
                7'd64      : punc_index = 5'd16;
                7'd95      : punc_index = 5'd17;
                7'd32      : punc_index = 5'd18;
                default    : punc_index = 5'd19;
            endcase
            {out, len} = punctuation[punc_index];
        end
    end
endmodule
```
**flow/config.mk**
```make
export PLATFORM = sky130hd
export DESIGN_NAME = morse
export DESIGN_NICKNAME = morse
export VERILOG_FILES = /design/flow/design.v
export SDC_FILE = /design/flow/constraint.sdc
export NUM_CORES = 4
export LEC_CHECK = 1
export CORE_AREA = 10 10 91 91
export DIE_AREA = 0 0 101 101
```
**flow/run.sh**
```bash
#!/bin/bash
# OpenROAD 26Q1-2900-gdf79404cd8, Yosys 0.63+post, stock flow scripts
make -C /OpenROAD-flow-scripts/flow DESIGN_CONFIG=/design/flow/config.mk WORK_HOME=/design/flow/orfs finish
```
==> impl_metrics.tcl <==
# yosys + openroad results
set metrics [dict create \
    root_buffer "clkbuf_8" \
    power.leakage_uw 0.000698 \
    clk_pin_slew_ns 0.05 \
    via_per_inst 5.53 \
    cts_buffer_depth 2 \
    p_clk_share_pct 29.4 \
    p_int_uw 201 \
    start_kind "input pin" \
    syn_inst 228 \
    worstMarginPinSlew_ns 0.645 \
    crit_required_ns 5.54 \
    hold_end "out[2]" \
    ys.flop_type "dfxtp_1" \
    n_antenna_cell 0 \
    synth-edff-count 0 \
    cts_sinks 10 \
    first_iter_violations 116 \
    worstHoldStart "rst" \
    grt_pass1_vias 1510 \
    wire_per_inst_um 14.7 \
    tritoncts "built" \
    drtAntennaViolNets 0 \
    antenna_found_initial 0 \
    rsz0062_at_grt "false" \
    cpLargestDelayFamily "simple AND/OR/NAND/NOR gates" \
    routed_wl_mm 4.66 \
    critPathArrivalTime_ns 4.76 \
    rows 29 \
    stdcell_count 316 \
    cts_resized 0 \
    postCtsHoldBufs 0 \
    synthesis.area_mm2 0.00169 \
    die_h_um 101 \
    hold_class "in -> reg" \
    cts_setup_buffers 0 \
    dieArea_mm2 0.0102 \
    port_buffers 18 \
    combPwrFrac_pct 44.1 \
    core_area_mm2 0.00635 \
    cts_buffers 3 \
    drt-pass1-iter-count 4 \
    hpwl_mm 3.66 \
    tns_ns 0 \
    drive_gt1_share_pct 12.6 \
    nFillCells 662 \
    slew_headroom_pct 56.8 \
    clock.fmax_ghz 0.216 \
    gp_congestion 0.929 \
    hold_depth 2 \
    synthArstFlopShare_pct 0 \
    finalPower_uw 305 \
    worst-path-buf-inv 3 \
    syn_area_per_cell_um2 7.41 \
    switchingPower_uw 104 \
    critical_path_class "in -> reg" \
    io_pins 19 \
    grt_max_degree 21 \
    ys_seq_share_pct 11.8 \
    p_seq_share_pct 26.5 \
    crit_fanout 14 \
    hold_violations 0 \
    synthDistinctLibCells 67 \
    yosysWarnings 1 \
    die_x_um 101 \
    floorplanUtilization_pct 26.6 \
    drc_errors 0 \
    drv_cap 0 \
    status "complete, no violations" \
    tool_warnings 37 \
    lay_top_cells "26 x nor2_1, 19 x a21oi_1, 18 x clkdlybuf4s50_1" \
    final-setup-viol-count 0 \
    syn_to_final_growth_pct 17.0 \
    yosys_cells 228 \
    powerDensity_mw_per_mm2 154 \
    slew_violations 0 \
    grt_pass1_wl_mm 7.62 \
    dr_total_vias 1747 \
    yosys_area_mm2 0.00169 \
    lay_top_count "nor2_1" \
    dp_cells 312 \
    ctsHtreeMaxLevel 1 \
    crit_chain "clkdlybuf4s50_1 > inv_1 > ha_1 > or4b_1 > a21o_1 > o211ai_2 > nor4_2 > nor2_1 > inv_1 > ha_1 > or2_1 > a21oi_1 > o311ai_2 > a221oi_2" \
    cp_slowest_stage_delay_ns 0.64 \
    end_kind "register" \
    grt_overflow_total 0 \
    finalCriticalPeriod_ns 4.62 \
    finalClockPeriodUsage_pct 85.6 \
    swShare_pct 34.1 \
    crit_slowest_cell "clkdlybuf4s50_1" \
    grtUsageTotal_pct 8.83 \
    ys_ff 10 \
    irDropWorstVdd_mv 0.165 \
]
-- sequential cells by signal (all words and copies together), names as in the netlist --
name  count
len       3
out       7
-- cells by family (layout without fill, tap and decap cells) --
kind of cell    Yosys count  after routing  share of synthesized area [%]
flops                    10             10                           11.8
simple gates             82             82                           26.6
mux                       6              6                           3.55
compound gates           87             87                           38.2
buf+inv                  24             35                           6.66
xor+xnor                  4              4                           2.07
fa+ha+maj                15             15                           11.1
-- cell type report --
cell class                 instances  area (µm²)  area share (%)
clock buffer                       4        55.1            2.78
inverter                           8        30.0            1.52
multi-input combinational        194        1380            69.7
sequential                        10         200            10.1
tap                               77        96.3            4.87
timing repair buffer              23         218            11.0
-- synthesized netlist by cell type (2+ instances only) --
cell type,number,area [µm²]
inv_1,6,22.5
buf_2,3,15.0
o21ai_1,5,25.0
o21a_1,2,15.0
or2_0,2,12.5
a221oi_1,2,17.5
dfxtp_1,10,200
nand2b_1,6,37.5
nand3b_1,3,22.5
nand2_1,12,45.0
buf_4,3,22.5
nor2_1,26,97.6
inv_2,2,7.51
a311oi_1,4,35.0
or2_2,5,31.3
and2_1,4,25.0
o21ai_0,15,75.1
ha_1,15,188
nor4_2,2,25.0
o31a_1,2,17.5
o211a_1,2,20.0
o31ai_1,2,15.0
a31oi_1,2,12.5
a211oi_1,2,15.0
o211ai_1,3,22.5
clkbuf_1,8,30.0
a2111oi_0,2,17.5
a211o_1,3,26.3
o311ai_0,2,17.5
nor3_1,8,40.0
nand4_1,2,12.5
a21o_1,2,15.0
mux2i_1,6,60.1
a21oi_1,19,95.1
nand3_1,2,10.0
xnor2_1,3,26.3
-- how the worst max path moves through the flow --
stage | slack, ns | from | endpoint | cells after the start
CTS | 0.80 | ascii_in[1] | out[2] | 14
global route | 0.44 | ascii_in[1] | out[2] | 14
finish | 0.78 | ascii_in[1] | out[2] | 14
-- stage by stage --
| stage | setup slack, ns | utilization (%) | instance area [µm²] | hold WS (ns) |
|---|---|---|---|---|
| after global placement | 0.714 | 30.3 | 1920 | 1.75 |
| after CTS | 0.802 | 31.1 | 1980 | 1.64 |
| after global routing | 0.437 | 31.1 | 1980 | 1.68 |
| after detailed placement | 0.576 | 30.3 | 1920 | 1.75 |
| final | 0.777 | 31.1 | 1980 | 1.65 |
| after floorplan | 1.26 | - | 1690 | 1.34 |
-- per-layer routing --
metal / vias to the layer above / wire (µm) / GRT usage (%)
li1: 886 / - / -
met1: 803 / 2270 / 13.4
met2: 56 / 1960 / 13.0
met3: 2 / 416 / 1.94
met4: 0 / 7 / 0.536
met5: - / 0 / 0
-- power groups by stage --
stage	clock network, µW	registers [µW]	logic [µW]
after CTS	91.9	80.9	134
after global routing	96.6	81.1	150
final	89.6	80.8	134
Power figures rest on the tool's default switching activity, not on a simulated workload.
