### /design/flow/run.sh
#!/bin/bash
# OpenROAD 26Q1-2900-gdf79404cd8, Yosys 0.63+post, stock flow scripts
make -C /OpenROAD-flow-scripts/flow DESIGN_CONFIG=/design/flow/config.mk WORK_HOME=/design/flow/orfs finish
### /design/flow/config.mk
export PLATFORM = sky130hd
export DESIGN_NAME = rxuart
export DESIGN_NICKNAME = rxuart
export VERILOG_FILES = /design/flow/design.v
export SDC_FILE = /design/flow/constraint.sdc
export NUM_CORES = 4
export LEC_CHECK = 1
export CORE_UTILIZATION = 30
### /design/flow/constraint.sdc
current_design rxuart

set clk_period 5.7
set clk_io_pct 0.2

create_clock -name clk0 -period $clk_period [get_ports {i_clk}]

set non_clock_inputs [all_inputs -no_clocks]
set_input_delay [expr $clk_period * $clk_io_pct] -clock clk0 $non_clock_inputs
set_output_delay [expr $clk_period * $clk_io_pct] -clock clk0 [all_outputs]
### /design/flow/design.v
`default_nettype    none
module rxuart(i_clk, i_reset, i_setup, i_uart_rx, o_wr, o_data, o_busy, o_break,
            o_parity_err, o_frame_err, o_ck_uart);
    parameter [30:0] INITIAL_SETUP = 31'd868;
    input    wire        i_clk, i_reset;
    input    wire    [30:0]    i_setup;
    input    wire        i_uart_rx;
    output  wire    o_busy;
    output    reg        o_wr;
    output    reg    [7:0]    o_data;
    output    reg        o_break;
    output    reg        o_parity_err, o_frame_err;
    output    wire        o_ck_uart;
    wire    [27:0]    clocks_per_baud, break_condition, half_baud;
    wire    [1:0]    data_bits;
    wire        use_parity, parity_even, dblstop, fixd_parity;
    reg    [29:0]    r_setup;
    reg    [3:0]    state;
    assign    clocks_per_baud = { 4'h0, r_setup[23:0] };
    assign    data_bits   = r_setup[29:28];
    assign    dblstop     = r_setup[27];
    assign    use_parity  = r_setup[26];
    assign    fixd_parity = r_setup[25];
    assign    parity_even = r_setup[24];
    assign    break_condition = { r_setup[23:0], 4'h0 };
    assign    half_baud = { 5'h00, r_setup[23:1] }-28'h1;
    reg    [27:0]    baud_counter;
    reg        zero_baud_counter;
    assign o_busy = state != 4'hf;
    reg    q_uart, qq_uart, ck_uart;
    initial    q_uart  = 1'b0;
    initial    qq_uart = 1'b0;
    initial    ck_uart = 1'b0;
    always @(posedge i_clk)
    begin
        q_uart <= i_uart_rx;
        qq_uart <= q_uart;
        ck_uart <= qq_uart;
    end
    assign    o_ck_uart = ck_uart;
    reg    [27:0]    chg_counter;
    initial    chg_counter = 28'h00;
    always @(posedge i_clk)
        if (i_reset)
            chg_counter <= 28'h00;
        else if (qq_uart != ck_uart)
            chg_counter <= 28'h00;
        else if (chg_counter < break_condition)
            chg_counter <= chg_counter + 1;
	initial	o_break    = 1'b0;
	always @(posedge i_clk)
		o_break <= ((chg_counter >= break_condition)&&(~ck_uart))? 1'b1:1'b0;
	reg	line_synch;
	initial	line_synch = 1'b0;
	always @(posedge i_clk)
		line_synch <= ((chg_counter >= break_condition)&&(ck_uart));
	reg	half_baud_time;
	initial	half_baud_time = 0;
	always @(posedge i_clk)
		half_baud_time <= (~ck_uart)&&(chg_counter >= half_baud);
	initial	r_setup     = INITIAL_SETUP[29:0];
	always @(posedge i_clk)
		if (state >= 4'he)
			r_setup <= i_setup[29:0];
	initial	state = 4'he;
	always @(posedge i_clk)
	begin
		if (i_reset)
			state <= 4'he;
		else if (state == 4'he)
		begin
			if (line_synch)
				state <= 4'hf;
			else  
				state <= 4'he;
		end else if (o_break)
		begin  
			state <= 4'hd;
		end else if (state == 4'hd)
		begin  
			if (ck_uart)
				state <= 4'hf;
			else
				state <= 4'hd;
		end else if (state == 4'hf)
		begin  
			if ((~ck_uart)&&(half_baud_time))
			begin
				case (data_bits)
				2'b00: state <= 4'h0;
				2'b01: state <= 4'h1;
				2'b10: state <= 4'h2;
				2'b11: state <= 4'h3;
				endcase
			end else  
				state <= 4'hf;
		end else if (zero_baud_counter)
		begin
			if (state < 4'h7)
				state <= state + 1;
			else if (state == 4'h7)
				state <= (use_parity) ? 4'h8:4'h9;
			else if (state == 4'h8)
				state <= 4'h9;
			else if (state == 4'h9)
			begin  
				if (~ck_uart)  
					state <= 4'he;
				else if (dblstop)
					state <= 4'ha;
				else
					state <= 4'hf;
			end else  
			begin
				if (~ck_uart)  
					state <= 4'he;
				else
					state <= 4'hf;
			end
		end
	end
	reg	[7:0]	data_reg;
	always @(posedge i_clk)
		if ((zero_baud_counter)&&(state != 4'h8))
			data_reg <= { ck_uart, data_reg[7:1] };
	reg		calc_parity;
	always @(posedge i_clk)
		if (state == 4'hf)
			calc_parity <= 0;
		else if (zero_baud_counter)
			calc_parity <= calc_parity ^ ck_uart;
	initial	o_parity_err = 1'b0;
	always @(posedge i_clk)
		if ((zero_baud_counter)&&(state == 4'h8))
		begin
			if (fixd_parity)
				o_parity_err <= (ck_uart ^ parity_even);
			else if (parity_even)
				o_parity_err <= (calc_parity != ck_uart);
			else
				o_parity_err <= (calc_parity == ck_uart);
		end else if (state >= 4'hd)
			o_parity_err <= 1'b0;
	initial	o_frame_err  = 1'b0;
	always @(posedge i_clk)
		if ((zero_baud_counter)&&((state == 4'h9)
						||(state == 4'ha)))
			o_frame_err <= (o_frame_err)||(~ck_uart);
		else if ((zero_baud_counter)||(state >= 4'hd))
			o_frame_err <= 1'b0;
	initial	o_data = 8'h00;
	reg	pre_wr;
	initial	pre_wr = 1'b0;
	always @(posedge i_clk)
		if (i_reset)
		begin
			pre_wr <= 1'b0;
			o_data <= 8'h00;
		end else if ((zero_baud_counter)&&(state == 4'h9))
		begin
			pre_wr <= 1'b1;
			case (data_bits)
			2'b00: o_data <= data_reg;
			2'b01: o_data <= { 1'b0, data_reg[7:1] };
			2'b10: o_data <= { 2'b0, data_reg[7:2] };
			2'b11: o_data <= { 3'b0, data_reg[7:3] };
			endcase
		end else if ((zero_baud_counter)||(state == 4'hf))
			pre_wr <= 1'b0;
	initial	o_wr   = 1'b0;
	always @(posedge i_clk)
		if ((zero_baud_counter)||(state == 4'hf))
			o_wr <= (pre_wr)&&(!i_reset);
		else
			o_wr <= 1'b0;
	always @(posedge i_clk)
		if (i_reset)
			baud_counter <= clocks_per_baud-28'h01;
		else if (zero_baud_counter)
			baud_counter <= clocks_per_baud-28'h01;
		else case(state)
			4'he:baud_counter <= clocks_per_baud-28'h01;
			4'hd:	baud_counter <= clocks_per_baud-28'h01;
			4'hf:	baud_counter <= clocks_per_baud-28'h01;
			default:	baud_counter <= baud_counter-28'h01;
		endcase
	initial	zero_baud_counter = 1'b0;
	always @(posedge i_clk)
		if (state == 4'hf)
			zero_baud_counter <= 1'b0;
		else
		zero_baud_counter <= (baud_counter == 28'h01);
endmodule
==> flow_metrics.py <==
# Auto-generated metrics
metrics = {
    "run": {
        "warning_count": 33,
        "cap_violations": 0,
    },
    "floorplan": {
        "fp_util": 0.308,
        "num_rows": 56,
        "die.size.y_um": 158,
        "chip_area_sq_um": 24900,
        "fp.dieW_um": 158,
        "core_area_sq_um": 23600,
        "ios": 48,
    },
    "logic_synthesis": {
        "numSynthFlops": 118,
        "syn_area_per_cell_sq_um": 9.17,
        "synth_chip_area_sq_um": 7280,
        "synth_seq_share": 0.379,
        "syn_area_sq_um": 7280,
        "ys_cells": 794,
        "topCellsByArea": "dfxtp_1 21%, edfxtp_1 16%, ha_1 11%",
        "aoi_share": 0.126,
        "top_logic_kind": "simple AND/OR/NAND/NOR gates",
        "ys_types": 56,
        "synth_cells": 794,
        "yosys.area.top_type": "dfxtp_1",
        "muxShareOfSynthArea": 0.0385,
        "synthArstFlopShare": 0,
        "ff_type": "dfxtp_1",
        "yosys.area_share.simple": 0.230,
        "yosysTopAreaCellShare": 0.214,
        "synthAdderAreaFrac": 0.110,
        "xor_area_frac": 0.0818,
        "edf_count": 40,
        "synth_warnings": 1,
    },
    "clock_network": {
        "clock_path_buffers": 2,
        "clock-sinks": 118,
        "worstSkewPairLatency_ps": 420,
        "ctsHoldBuffers": 0,
        "postCtsSetupRepairBufs": 0,
        "cts.repair.resized": 0,
        "cts_tree": "yes",
        "cts_buffers": 17,
        "cts_root_buf": "clkbuf_16",
        "h-tree-depth": 4,
        "clk_pin_slew_ps": 60,
    },
    "drt": {
        "route.antenna.diode_count": 0,
        "routed_wl_mm": 17.4,
        "first_pass_iters": 5,
        "vias_per_cell": 5.13,
        "routedWlPerCell_um": 14.8,
        "dr.max_layer_used": "met4",
        "met3_length_um": 995,
        "drcViolationCount": 0,
        "wl_met2_mm": 7.38,
        "drt_iter0_markers": 419,
        "ant_nets": 0,
        "met1_length_mm": 8.67,
        "via_count": 6017,
    },
    "placement": {
        "dpl.hpwl_mm": 12.7,
        "post-place-ws_ps": 1950,
        "place_inst": 1140,
        "gp_congestion": 0.863,
        "portBuffers": 46,
    },
    "critical_path": {
        "required_ps": 6010,
        "crit_fanout": 6,
        "crit_type": "reg -> reg",
        "start_kind": "flip-flop",
        "end_kind": "flip-flop",
        "r2r_slack_ps": 1840,
        "arrival_ps": 4170,
        "reg2reg_depth": 12,
    },
    "finish": {
        "finalNonFillerCells": 1172,
        "lay_top_count": "dfxtp_1",
        "largest_reg_flops": 30,
        "syn2layout_area_growth_pct": 19.4,
        "finish.utilization": 0.368,
        "reg_top3": "r_setup x30, baud_counter x28, chg_counter x28",
        "mostFrequentLayoutCells": "78 x dfxtp_1, 67 x a21oi_1, 64 x ha_1",
        "top_register": "r_setup",
        "drive_above_1_share": 0.0715,
    },
    "final_timing": {
        "min_period_over_period": 0.677,
        "drv_slew": 0,
        "hold_violations": 0,
        "fin_setup_tns_ps": 0,
        "finalClockSkew_ps": 7.96,
        "fin_crit_ps": 3860,
        "worst_slew_pin_slew_ps": 905,
        "fin_ws_ps": 1840,
        "max_freq_ghz": 0.259,
        "slew_headroom": 0.395,
        "rsz0062_at_grt": "no",
        "finalSetupViolations": 0,
    },
    "grt": {
        "grt.overflow.total": 0,
        "antenna_found_initial": 0,
        "grt_max_degree": 49,
        "grtUsageTotal": 0.147,
        "grt_pass1_vias": 5523,
        "grt_pass1_wl_mm": 28.1,
    },
    "power_and_ir_drop": {
        "vdd_drop_max_mv": 0.158,
        "power_uw": 2130,
        "power_density_nw_per_um2": 245,
        "power_leakage_uw": 0.00326,
    },
    "status": {
        "outcome": "completed",
    },
    "worst_hold_path": {
        "min_path_type": "reg -> reg",
        "hold_depth": 0,
    },
}
-- critical path: stages (launching register included) --
cell and delay [ps]:
edfxtp_1 510, or4_1 560, nor3_1 390, nand2_1 310, nor2_1 270, nand2_1 210, ha_1 360, a21o_1 180
a21oi_1 150, nor2b_1 60, a311oi_1 350, o21ai_0 140, o31a_1 260
-- report_power, final --
part           internal, uW  leakage [uW]  switching, uW
registers               897       0.00105           37.2
logic                  72.9       0.00193           68.8
clock network           618      0.000280            440
-- synthesized netlist by cell type (3+ instances only) --
cell type / count
and3_1: 8
or4_1: 21
or3_1: 11
a21oi_1: 67
nor2b_1: 8
nand4_1: 27
inv_1: 38
a21boi_0: 3
xor2_1: 16
nor4_1: 15
ha_1: 64
nor4b_1: 4
edfxtp_1: 40
nand2_1: 59
o21ai_0: 24
o22ai_1: 4
dfxtp_1: 78
nand2b_1: 6
or4_4: 3
mux2i_1: 19
a311oi_1: 3
nand3_1: 20
or2_2: 5
and4_1: 4
nor3_1: 28
a41o_1: 3
nor3b_1: 7
buf_2: 4
nor2_1: 64
a211oi_1: 8
mux4_2: 4
xnor2_1: 52
clkbuf_1: 22
o31ai_1: 17
a21o_1: 7
-- logic make-up after synthesis --
| logic type | Yosys count |
|---|---|
| AOI/OAI and AO/OA | 151 |
| xor gates and xnor gates | 68 |
| adders and majority gates | 64 |
| buffers and inverters | 65 |
| DFF | 118 |
| muxes | 23 |
| and+or+nand+nor | 305 |
-- routing by layer --
layer | GRT usage | vias up
met4 | 0.0273 | 0
met1 | 0.226 | 2787
li1 | - | 3056
met2 | 0.223 | 153
met5 | 0 | -
met3 | 0.0234 | 21
-- final cells by class --
cell class / count / area (sq um)
Clock inverter: 15 / 156
Timing Repair Buffer: 54 / 520
Tap cell: 319 / 399
Sequential cell: 118 / 2760
Clock buffer: 17 / 425
Inverter: 38 / 143
Multi-Input combinational cell: 611 / 4290
Fill cell: 2366 / 14900
-- through the flow --
step	cell area, sq um	hold slack, ps
after global placement	8120	315
final	8700	328
after global routing	8700	338
after CTS	8700	333
after detailed placement	8120	319
after floorplan	7280	310
-- worst paths after layout --
| check | from | end |
|---|---|---|
| setup reg to reg | r_setup[9]$_DFFE_PP_ | half_baud_time$_DFF_P_ |
| setup / recovery | r_setup[9]$_DFFE_PP_ | half_baud_time$_DFF_P_ |
| hold reg to reg | q_uart$_DFF_P_ | qq_uart$_DFF_P_ |
| hold / removal | q_uart$_DFF_P_ | qq_uart$_DFF_P_ |
No activity file was given, so power comes from the tool's default toggle rates.
